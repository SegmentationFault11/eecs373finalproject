File: flow/run.sh
#!/bin/bash
# OpenROAD 26Q1-2900-gdf79404cd8, Yosys 0.63+post, stock flow scripts
make -C /OpenROAD-flow-scripts/flow DESIGN_CONFIG=/design/flow/config.mk WORK_HOME=/design/flow/orfs finish
File: flow/constraint.sdc
current_design PS2controller

set clk_period 4.7
set clk_io_pct 0.2

create_clock -name clk0 -period $clk_period [get_ports {PCLK}]

set non_clock_inputs [all_inputs -no_clocks]
set_input_delay [expr $clk_period * $clk_io_pct] -clock clk0 $non_clock_inputs
set_output_delay [expr $clk_period * $clk_io_pct] -clock clk0 [all_outputs]
File: flow/design.v
module PS2controller( 
input PCLK,  
input PRESERN,  
input PSEL,  
input PENABLE,  
output wire PREADY,  
output wire PSLVERR,  
input PWRITE,  
input [31:0] PADDR,  
input wire [31:0] PWDATA,  
output reg [31:0] PRDATA,  
input DATA,
output wire COMMAND,
output wire ATTENTION,
output wire PS2_CLOCK
);
assign BUS_WRITE_EN = (PENABLE && PWRITE && PSEL);
assign BUS_READ_EN = (!PWRITE && PSEL);
assign PREADY = 1'b1;
assign PSLVERR = 1'b0;
wire CLK;
reg [31:0] BUTTONS = 0;
reg [31:0] OLD_BUTTONS = 0;
ps2Generator  g3(PCLK, CLK, ATTENTION, PS2_CLOCK);
cmdGenerator  g2(CLK, ATTENTION, COMMAND);
attGenerator  g1(CLK, ATTENTION);
clockDivider2 d1(PCLK, ATTENTION, CLK);
reg [10:0] buttonsOffset = 0;
reg [10:0] bitNumber = 0;
always @(posedge PS2_CLOCK) begin 
    if ((bitNumber >= 24 && bitNumber <= 47) || (bitNumber >= 64 && bitNumber <= 71)) begin
        BUTTONS[buttonsOffset] <= DATA;
        buttonsOffset <= buttonsOffset + 1;
    end
    if (bitNumber == 71) begin
        bitNumber <= 0;
        buttonsOffset <= 0;
        OLD_BUTTONS <= BUTTONS;
    end
    else begin
        bitNumber <= bitNumber + 1;
    end
end
reg [31:0] ps2InterruptCounter = 0;
reg temp = 0;
always @(posedge PCLK) begin
    if (BUS_READ_EN) begin
        PRDATA <= OLD_BUTTONS;
    end
end
endmodule
module ps2Generator (CLOCK_IN, CLK, ATT, CLOCK_OUT);
    input CLOCK_IN, CLK, ATT;
    output reg CLOCK_OUT;
    always @(negedge CLOCK_IN) begin
        if (ATT == 0) begin
         CLOCK_OUT = CLK;   
    end
    else begin
        CLOCK_OUT = 1;
    end
    end
endmodule
module cmdGenerator (CLOCK_IN, ATT, CLOCK_OUT);
    input CLOCK_IN, ATT;
    output reg CLOCK_OUT;
    reg [6:0] counter = 0;
    always @(negedge CLOCK_IN) begin
        if (ATT == 0) begin
            counter = counter + 1;
            if (counter == 0 || counter == 9 || counter == 14) begin
                CLOCK_OUT = 1;
            end
            else if (counter < 72)begin
                CLOCK_OUT = 0;
            end 
            else begin
                CLOCK_OUT = 1;
            end
        end
        else begin
            counter = 0;
        end         
    end
endmodule
module attGenerator (CLOCK_IN, CLOCK_OUT);
    input CLOCK_IN;
    output reg CLOCK_OUT;
    reg [13:0]counter = 0;
    always @(negedge CLOCK_IN) begin 
        if (counter < 2500) begin
            CLOCK_OUT = 1;
            counter = counter + 1;
        end
        else if (counter < 2572) begin
            CLOCK_OUT = 0;
            counter = counter + 1;
        end
        else begin
            CLOCK_OUT = 1;
            counter = 0;
        end
    end
endmodule
module clockDivider2 (CLOCK_IN, ATT, CLOCK_OUT);
    input CLOCK_IN, ATT;
    output reg CLOCK_OUT;
    reg [15:0]counter = 0;
    always @(negedge CLOCK_IN) begin 
        if (counter  < 1000) begin
            CLOCK_OUT = 0;
            counter = counter + 1;
        end
        else if (counter < 2000) begin
            CLOCK_OUT = 1;
            counter = counter + 1;
        end
        else begin
            CLOCK_OUT = 1;
            counter = 0;
        end
    end
endmodule
File: flow/config.mk
export PLATFORM = sky130hd
export DESIGN_NAME = PS2controller
export DESIGN_NICKNAME = PS2controller
export VERILOG_FILES = /design/flow/design.v
export SDC_FILE = /design/flow/constraint.sdc
export NUM_CORES = 4
export LEC_CHECK = 1
export CORE_UTILIZATION = 50
==> deck_impl_summary.md <==
Flow Results at a Glance

Clocking
  – CTS root buf: clkbuf_16
  – Bufs on Longest Clock Path: 2
  – Post-CTS Setup Bufs: 0
  – Clock latency (worst-skew pair): 0.38 ns
  – CTS clock-pin slew for the worst setup and hold paths: about 0.040 ns
  – TritonCTS Buffers: 5
  – CTS tree: done
  – Post_cts resized: 0
  – CTS Hold Buffers Added: 0
  – CTS H-tree depth: 2

Critical path
  – Reg-to-reg endpoint: d1.counter[5]
  – Family with the most delay on the worst path: buffers and inverters
  – Crit path buffers/inverters: 1
  – CP Data Arrival Time: 3.56 ns
  – Setup Crit Path Kind: flip-flop to output pin
  – R2R cell count: 5
  – Critical Path RT: 3.76 ns
  – CP Capture Type: output pin
  – Setup slack, reg-to-reg: 3.15 ns
  – Crit Path Max Fanout: 2
  – CP startpoint kind: flip-flop
  – Reg2reg start: d1.counter[15]
  – Crit path cell chain: clkdlybuf4s50_1
  – Slowest cell on crit path: clkdlybuf4s50_1
  – Critical path's largest stage delay: 0.47 ns

GRT
  – Vias in the first global route: roughly 3700
  – First-pass GRT wire length: ~19000 um
  – Initial antenna violation count: 0
  – Total GRT Usage: 0.171
  – Largest net degree at the start of global routing: roughly 87
  – Gr ovfl total: 0

STA
  – Post-route setup TNS: 0 ns
  – Register pins left without a clock: 109
  – Max Slew Vio Count: 0
  – Fin. Hold Viols: 0
  – Fin worst setup slack: around 0.20 ns
  – Endpoints left unconstrained: around 200
  – Setup Viol. Count Final: 0
  – RSZ-0062 raised after global routing: no
  – Worst Tran Pin Value: 0.914 ns
  – Final Skew: between 0.009 and 0.01 ns
  – Slew margin rel.: 0.390

Synthesis
  – Post-Synth XOR/XNOR Area: 0.0541
  – Synth area leader: edfxtp_1
  – Top-area cell share: 0.418
  – Gate Count Post-Synth: about 550
  – Synthesized cell area: roughly 7000 um2
  – Synth Area per Inst: between 10 and 15 um2
  – FA/HA/MAJ Cells, Area Fraction: 0.0162
  – Top cells, area: edfxtp_1, dfxtp_1, mux2_4, nand3_2, nor2_1
  – Ao+oa area frac: 0.0492
  – Yosys stat chip area: just under 7000 um2
  – # Cells Yosys: between 500 and 600
  – Sequential area share after synthesis: 0.597
  – Most common flop cell mapped by yosys: edfxtp_1
  – Ys Warns: 7
  – Largest combinational cell category by area: simple AND/OR/NAND/NOR gates
  – Ys async rst share: 0
  – Basic Gates by Area: 0.174
  – EDFF count, synth: roughly 97
  – Post-synth mux share: 0.0708
  – Yosys cell types: just over 60
  – Ys flops: 159

Flow run
  – MaxCap Viol Count: 0
  – Log Warnings: 114

Hold path
  – Endpoint, Worst Hold: d1.counter[0]
  – Hold WC Path Type: flip-flop to flip-flop
  – HP Start: d1.counter[0]
  – Worst Hold Depth: 1

Final layout
  – Synthesis-to-finish area growth: 10.6%
  – Layout cells sized above 1: 0.149
  – Final core utilization: 0.575
  – Most used logic cell in the final layout: edfxtp_1
  – Non-Filler Instances: 774
  – Dominant logic cell types in the final layout: edfxtp_1, dfxtp_1, nor2_1

Route
  – Routed vias/inst: 5.21
  – Routed Antenna Nets: 0
  – DR iter-0 viols: about 200
  – Routed vias: approximately 4000
  – Final WL: approximately 11000 um
  – DRC viols: 0
  – Average wire per standard cell: 14.2 um
  – Diode count: 0
  – Drt pass-1 iters: 6

Power
  – Tot Pwr: just under 1 mW
  – Worst vdd ir: around 0.15 mV
  – PD cells: around 130 nW/um2
  – Lkg Pwr: 2.77 nW

Die
  – Row count: between 40 and 50
  – Die width: between 100 and 150 um
  – Initial Utilization: 0.520
  – Die ar.: ~14000 um2
  – Ports: about 110
  – Die Ht: about 120 um
  – Core area: between 10000 and 15000 um2

Run status
  – Status: completed

Place
  – Placer Congestion: ~0.8
  – Post-place setup slack: just under 0.6 ns
  – Port-buffer cells: 38
  – DP HPWL: 7480 um
  – DP Cell Count: approximately 750
==> how the worst max path moves through the flow <==
stage	end	cells past startpoint	from	slack [ns]
6_report	PS2_CLOCK	1	g3.CLOCK_OUT	0.20
5_1_grt	PS2_CLOCK	1	g3.CLOCK_OUT	0.15
4_1_cts	PS2_CLOCK	1	g3.CLOCK_OUT	0.17
==> where the power goes <==
part | switching (mW) | internal, mW | leakage (nW)
clock network | 0.231 | 0.233 | 0.178
registers | 0.00187 | 0.476 | 1.46
logic | 0.0128 | 0.0115 | 1.13
total | 0.245 | 0.721 | 2.77
==> registers in the layout, indices dropped and copies added (netlist names) <==
register       count
g2.CLOCK_OUT       1
g1.CLOCK_OUT       1
OLD_BUTTONS       32
bitNumber         11
BUTTONS           32
buttonsOffset     11
PRDATA            32
d1.counter        16
g3.CLOCK_OUT       1
g1.counter        14
g2.counter         7
d1.CLOCK_OUT       1
==> kinds of logic (layout without fill, tap and decap cells) <==
kind of cell             count (synthesis)  in the layout
AND-OR/OR-AND                           43             43
XOR/XNOR                                43             43
adder cells (fa/ha/maj)                  9              9
buffers and inverters                   47             88
flip-flops                             159            159
multiplexers                            34             34
other                                    2              9
AND/OR/NAND/NOR                        213            213
==> cell usage after synthesis, types with 3 or more instances <==
| library cell | number |
|---|---|
| a21oi_1 | 9 |
| a31oi_1 | 3 |
| and3_1 | 11 |
| buf_2 | 10 |
| buf_6 | 5 |
| buf_8 | 3 |
| clkbuf_1 | 10 |
| dfxtp_1 | 62 |
| edfxtp_1 | 97 |
| ha_1 | 9 |
| inv_1 | 17 |
| mux2_4 | 30 |
| nand2_1 | 24 |
| nand3_1 | 27 |
| nand3_2 | 30 |
| nand4_1 | 6 |
| nor2_1 | 53 |
| nor2b_1 | 8 |
| nor3_1 | 35 |
| nor4_1 | 3 |
| o211ai_1 | 3 |
| o21ai_0 | 7 |
| or3_1 | 3 |
| xnor2_1 | 22 |
| xor2_1 | 21 |
==> stage by stage <==
step	area (um2)	hold slack, ns
floorplan	6990	0.419
global placement	7470	0.441
detailed placement	7470	0.452
CTS	7700	0.456
global route	7700	0.473
finish	7700	0.457
==> routing by layer <==
metal	vias to the layer above	share of wire	GRT usage
met5	-	0	0
met4	0	0.013	0.0164
met3	10	0.045	0.0311
met2	74	0.42	0.237
met1	1893	0.53	0.315
li1	2053	-	-
==> area by class of cell <==
cell class              instances  area [um2]
flip-flops and latches        159        4160
fillers                      1086        5700
repair buffers                 46         440
clock inverters                21         111
well taps                     176         220
multi-input cells             351        2590
clock buffers                   5         125
inverters                      16        60.1
Power is estimated from default activity; no workload was simulated.
