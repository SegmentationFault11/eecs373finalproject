<file path="flow/config.mk">
export PLATFORM = sky130hd
export DESIGN_NAME = steering
export DESIGN_NICKNAME = steering
export VERILOG_FILES = /design/flow/design.v
export SDC_FILE = /design/flow/constraint.sdc
export NUM_CORES = 4
export LEC_CHECK = 1
export CORE_UTILIZATION = 50
</file>
<file path="flow/constraint.sdc">
current_design steering

set clk_period 2.9
set clk_io_pct 0.2

create_clock -name clk0 -period $clk_period [get_ports {PCLK}]

set non_clock_inputs [all_inputs -no_clocks]
set_input_delay [expr $clk_period * $clk_io_pct] -clock clk0 $non_clock_inputs
set_output_delay [expr $clk_period * $clk_io_pct] -clock clk0 [all_outputs]
</file>
<file path="flow/design.v">
module steering(
					PCLK,
					PENABLE,
					PSEL,
					PRESETN,
					PWRITE,
					PREADY,
					PSLVERR,
					PADDR,
					PWDATA,
					PRDATA,
                    SERVOMOTOR1,
                    SERVOMOTOR2,
                    SERVOMOTORPWM,
                    SAMPLEINT);
input PCLK,PENABLE, PSEL, PRESETN, PWRITE;
input wire [31:0] PWDATA;
input [7:0] PADDR;
output [31:0] PRDATA;
output PREADY, PSLVERR;
output reg SERVOMOTOR1, SERVOMOTOR2;
output SERVOMOTORPWM;
output SAMPLEINT;
reg active;
reg signed [10:0] des_pos, act_pos;
parameter Pterm = 10;
parameter Iterm = 0.33;
parameter Dterm = 55;
assign BUS_WRITE_EN = (PENABLE && PWRITE && PSEL);
assign BUS_READ_EN = (!PWRITE && PSEL);  
assign PREADY = 1'b1;
assign PSLVERR = 1'b0;
integer E[0:5];
integer motor_power;
reg [31:0] counter = 0;
integer PID;
wire clk1k;
clk_div cd(PCLK, clk1k, SAMPLEINT);
initial
begin
    active = 0;
    des_pos = 512;
    act_pos = 0;
    motor_power = 0;
    E[0] = 0;
    E[1] = 0;
    E[2] = 0;
    E[3] = 0;
    E[4] = 0;
    E[5] = 0;
end
always @(posedge PCLK)
begin
    if (BUS_WRITE_EN) 
        begin
        if (PWDATA[20] == 1)
        begin
            act_pos[10] <= 0;
            act_pos[9:0] <= PWDATA[9:0];
        end
        else if (active)
        begin
            des_pos[10] <= 0;
            des_pos[9:0] <= PWDATA[9:0];
        end
        if (PWDATA[22] == 1)
        begin
            active <= 1;
        end
        if (PWDATA[23] == 1)
        begin
            active <= 0;
        end
    end
end
always @(posedge clk1k)
begin
    E[4] <= E[3];
    E[3] <= E[2];
    E[2] <= E[1];
    E[1] <= E[0];
    E[0] <= $signed(des_pos - act_pos);
    PID <= Dterm*(E[0]*4 - E[1] - E[2] - E[3] - E[4]) + (Pterm*E[0]);
    if (PID[31] == 1 & active)
    begin
        SERVOMOTOR1 <= 1;
        SERVOMOTOR2 <= 0;
        motor_power <= -PID;
    end
    else if (PID[31] == 0 & active)
    begin
        SERVOMOTOR1 <= 0;
        SERVOMOTOR2 <= 1;
        motor_power <= PID;
    end
    else 
    begin
        SERVOMOTOR1 <= 0;
        SERVOMOTOR2 <= 0;
        motor_power <= 0;
    end
end
pwmsteer ps(motor_power, SERVOMOTORPWM, PCLK);
endmodule
module pwmsteer(input wire [31:0] power, output reg pwm_out, input clk);
    reg [18:0] counter;
    reg [31:0] pulse;
    always @(posedge clk)
    begin
        if (power > 255)
        begin
            pulse <= 200000;
        end
        else
        begin
            pulse <= 784*power;  
        end
        if (counter >= 200000)  
        begin
            counter <= 0;
        end
        else
        begin
            counter <= counter + 1;
        end
        if (counter <= pulse)
        begin
            pwm_out <= 1;
        end
        else
        begin
            pwm_out <= 0;
        end
    end
endmodule
module clk_div(input clk, output reg sclk, output reg interrupt);
    reg [31:0] count;
    always @(posedge clk)
    begin
        if (count >= 100000)
        begin 
            count <= 0;
        end
        else
        begin
            count <= count + 1;
        end
        if (count <= 50000)
        begin
            sclk <= 1;
            interrupt <= 1;
        end
        else 
        begin 
            sclk <= 0; 
            interrupt <= 0;
        end
    end
endmodule
</file>
<file path="flow/run.sh">
#!/bin/bash
# OpenROAD 26Q1-2900-gdf79404cd8, Yosys 0.63+post, stock flow scripts
make -C /OpenROAD-flow-scripts/flow DESIGN_CONFIG=/design/flow/config.mk WORK_HOME=/design/flow/orfs finish
</file>
==> out/results.tsv <==
stage	metric	value	unit
clock_tree	count of cells resized by post-cts repair	0	
routing	sum of routed wire segments on met1	11800	um
min_path	min-delay src	cd.count[16]$_SDFF_PP0_	
clock_tree	Max H-tree Level	3	
critical_path	CP bufs+invs	1	
synthesis	cell taking the most area after synthesis	dfxtp_1	
critical_path	slowest library cell on the worst path	clkdlybuf4s50_1	
flow_run	max-cap violations	0	
global_routing	overall routing resource usage	16.8	%
sta	Min Hold Slack	0.443	ns
critical_path	kind of end point of the critical path	output port	
power_and_ir_drop	clock network power share	46.6	%
synthesis	synth top area cells	dfxtp_1, ha_1, fa_1	
sta	setup violators final	0	
critical_path	cells traversed along the worst timing path	clkdlybuf4s50_1	
synthesis	chip area estimate from yosys synthesis	15800	um^2
clock_tree	root cell of the clock tree	clkbuf_16	
cells_and_area	ratio of cells with drive above 1 in the final layout	2.82	%
power_and_ir_drop	VDD IR-drop max	0.000401	V
synthesis	Post-Synthesis Cell Area	15800	um^2
floorplan	floorplan core density	51.3	%
synthesis	sequential share of the synthesized area	29.5	%
clock_tree	CTS Hold Buffers Added	0	
sta	endpoints left unconstrained	151	
critical_path	worst setup path startpoint	cd.sclk$_DFF_P_	
power_and_ir_drop	fraction of power spent switching nets	20.6	%
clock_tree	clock transition at the registers of the reported paths	0.07	ns
critical_path	Critical Path RT	2.32	ns
synthesis	Registers, synthesis	223	
routing	number of routed nets with antenna violations	0	
global_routing	number of antenna violations at the first check in global routing	0	
synthesis	ys flop type	dfxtp_1	
power_and_ir_drop	NetSw	0.000618	W
clock_tree	Latency at later pin	0.35	ns
synthesis	number of distinct library cell variants in the gate-level netlist after synthesis	64	
floorplan	CORE AREA	30800	um^2
global_routing	global route total overflow	0	
global_routing	global-route wire length before repair	43900	um
power_and_ir_drop	P per Cell Area	179	nW/um^2
sta	Final Hold Viols	0	
global_routing	largest net degree at the start of global routing	71	
critical_path	Register-to-Register Setup Slack	1.11	ns
synthesis	Dominant cell area share	25.5	%
power_and_ir_drop	leakage dissipation	8.20	nW
place	gpl congestion	0.882	
critical_path	startpoint of the worst-slack reg-to-reg timing path	cd.count[0]$_SDFF_PP0_	
min_path	type of the most critical hold path	flip-flop to flip-flop	
cells_and_area	most instantiated logic cell after routing	inv_1	
sta	time the worst path needs with I/O delays and setup	1.81	ns
place	count of input and output buffers	20	
place	HPWL after DPL	20800	um
flow_run	count of warning messages emitted by the tools	74	
routing	topmost layer with routed signal wires	met4	
sta	maximum frequency from static timing analysis	553	MHz
routing	final routed wirelength across all metal layers	24200	um
sta	count of unclocked register or latch pins	121	
floorplan	y dimension of the die	180	um
floorplan	total I/O pin count	83	
synthesis	Syn Area/Cell	9.33	um^2
critical_path	highest fanout seen on the critical path	3	
critical_path	worst endpoint data arrival time	1.23	ns
routing	Via Count	10151	
critical_path	max incr delay on CP	0.47	ns
sta	unrepaired setup endpoints after global routing	false	
routing	sum of met3 wire segment lengths after detailed routing	669	um
routing	WL per Instance	11.4	um
floorplan	total die area	32400	um^2
clock_tree	number of clock buffers inserted by TritonCTS	9	
synthesis	flip-flops with a built-in enable	21	
clock_tree	setup repair bufs after CTS	0	
cells_and_area	most numerous logic cells after layout	inv_1, ha_1, dfxtp_1, fa_1, nor2_1	
global_routing	via count of the first global-routing pass	9926	
power_and_ir_drop	internal cell power	0.00239	W
critical_path	gate family responsible for the most delay along the worst path	buffers and inverters	
floorplan	Die W	180	um
sta	part of the cycle the worst path needs	62.3	%
sta	clock tree skew after final layout	0.00625	ns
power_and_ir_drop	sequential cell fraction of total power	49.2	%
critical_path	critical path type	flip-flop to output port	
sta	number of slew-limit violations in the final report	0	
routing	Vias/cell	4.76	
status	run status	finished clean	
synthesis	number of warnings issued by yosys	38	
sta	Sum Neg Setup Slack	0	ns
sta	slew margin rel.	50.0	%
critical_path	nature of the critical path startpoint	flip-flop	
routing	number of remaining DRC errors	0	
sta	transition time at the pin with the least slew margin	0.743	ns
floorplan	Rows	64	
routing	Detailed Route Iter0 Violations	268	
cells_and_area	area added between synthesis and finish	6.10	%
clock_tree	worst-case clock buffer depth	2	
synthesis	number of cells in the yosys synthesis report	1696	
routing	number of diodes added for antenna fixing	0	
synthesis	gate count after technology mapping	1696	
synthesis	share of async-settable or async-resettable flops after synthesis	0	%
routing	iteration count of the initial detailed-routing pass	6	
power_and_ir_drop	Logic pwr share	4.2	%
routing	sum of met2 wire segment lengths after detailed routing	11600	um
clock_tree	clock tree from TritonCTS	yes	
final cells by class:
class | count | area, um^2
Inverter | 354 | 1330
Multi-Input combinational cell | 1114 | 9680
Tap cell | 396 | 495
Sequential cell | 223 | 4680
Timing Repair Buffer | 28 | 260
Clock inverter | 7 | 128
Fill cell | 2780 | 14000
Clock buffer | 9 | 225
per-stage QoR:
stage / util, % / cell area [um^2] / std cells / setup WS [ns] / total power [W]
after floorplan: - / 16000 / 1744 / 0.592 / 0.00163
after global placement: 53.3 / 16400 / 2115 / 1.02 / 0.00164
after detailed placement: 53.3 / 16400 / 2115 / 1.01 / 0.00164
after CTS: 54.5 / 16800 / 2131 / 1.06 / 0.00306
after global routing: 54.5 / 16800 / 2131 / 0.959 / 0.00314
final: 54.5 / 16800 / 2131 / 1.09 / 0.00301
final timing paths:
path                                   to  cells past startpoint
hold reg to reg           cd.sclk$_DFF_P_                      1
hold / removal            cd.sclk$_DFF_P_                      1
setup reg to reg  cd.count[12]$_SDFF_PP0_                      5
setup / recovery                SAMPLEINT                      1
Yosys cell counts, types with 34 or more instances:
library cell,number
a21oi_1,65
buf_4,34
dfxtp_1,202
fa_1,116
ha_1,206
inv_1,354
nand2_1,56
nor2_1,109
o21ai_0,61
xnor2_1,78
xor2_1,48
registers in the layout, summed over array words and instances (netlist names):
register and flops:
E 55, PID 32, cd.count 32, motor_power 32, ps.pulse 28, ps.counter 19
act_pos 10, des_pos 10, SERVOMOTOR1 1, SERVOMOTOR2 1, active 1, cd.sclk 1
ps.pwm_out 1
power groups by stage:
stage                 clock network (W)  registers, W  logic, W
after CTS                       0.00145       0.00148  0.000130
after global routing            0.00151       0.00148  0.000150
final                           0.00140       0.00148  0.000127
cell families after synthesis:
logic type / Yosys count / share of synthesized area (%)
adder cells (fa/ha/maj): 322 / 31.0
flip-flops: 223 / 29.5
XOR/XNOR: 126 / 6.97
other: 2 / 0.0474
multiplexers: 2 / 0.134
AND/OR/NAND/NOR: 370 / 12.0
AND-OR/OR-AND: 244 / 9.91
buffers and inverters: 407 / 10.5
per-layer routing:
| metal | vias to the layer above | GRT usage (%) |
|---|---|---|
| li1 | 5471 | - |
| met1 | 4573 | 25.3 |
| met2 | 96 | 28.6 |
| met3 | 11 | 2.04 |
| met4 | 0 | 1.07 |
| met5 | - | 0 |
Power figures rest on the tool's default switching activity, not on a simulated workload.
