$ cat flow/run.sh
#!/bin/bash
# OpenROAD 26Q1-2900-gdf79404cd8, Yosys 0.63+post, stock flow scripts
make -C /OpenROAD-flow-scripts/flow DESIGN_CONFIG=/design/flow/config.mk WORK_HOME=/design/flow/orfs finish
$ cat flow/config.mk
export PLATFORM = sky130hd
export DESIGN_NAME = ir_receiver
export DESIGN_NICKNAME = ir_receiver
export VERILOG_FILES = /design/flow/design.v
export SDC_FILE = /design/flow/constraint.sdc
export NUM_CORES = 4
export LEC_CHECK = 1
export CORE_UTILIZATION = 40
$ cat flow/constraint.sdc
current_design ir_receiver

set clk_period 7.8
set clk_io_pct 0.2

create_clock -name clk0 -period $clk_period [get_ports {PCLK}]

set non_clock_inputs [all_inputs -no_clocks]
set_input_delay [expr $clk_period * $clk_io_pct] -clock clk0 $non_clock_inputs
set_output_delay [expr $clk_period * $clk_io_pct] -clock clk0 [all_outputs]
$ cat flow/design.v
module ir_receiver(PCLK,ir_recv,start_bit,GOT_HIT,
                    PENABLE,
					PSEL,
					PRESETN,
					PWRITE,
					PREADY,
					PSLVERR,
					PADDR,
					PWDATA,
					PRDATA);
input PENABLE, PSEL, PRESETN, PWRITE;
input  [31:0] PWDATA;
input  [7:0] PADDR;
output reg [31:0] PRDATA;
output PREADY, PSLVERR;
assign BUS_WRITE_EN = (PENABLE && PWRITE && PSEL);
assign BUS_READ_EN = (!PWRITE && PSEL); 
assign PREADY = 1'b1;
assign PSLVERR = 1'b0;
input PCLK;
input ir_recv;
reg [31:0] count3 = 0;
output reg start_bit;
reg [4:0] bit_pos = 10;
reg [10:0] DATA_RECEIVED = 0;
reg [31:0] count4 = 0;
wire ir_recv_sync;
wire ir_temp;
output reg GOT_HIT = 0;
reg [3:0] count5;
reg [31:0] got_hit_counter = 12000000;
reg [10:0] DATA_WHEN_HIT = 0;
d_flip_flop d1(PCLK,ir_recv,ir_temp);
d_flip_flop d2(PCLK,ir_temp,ir_recv_sync);
always @(posedge PCLK) begin
    if (got_hit_counter > 15000099)
        got_hit_counter <= 0;
    if (got_hit_counter < 15000100) begin
        got_hit_counter <= got_hit_counter + 1;
        GOT_HIT <= 0;
    end
    if (DATA_RECEIVED[10:9] == 2'b10 && DATA_RECEIVED[1:0] == 2'b10 && got_hit_counter > 15000000) begin
        DATA_WHEN_HIT[10:0] <= DATA_RECEIVED[10:0];
        GOT_HIT <= 1;
        got_hit_counter <= 0;
    end
    if (BUS_READ_EN) begin
        PRDATA[10:0] <=  DATA_WHEN_HIT[10:0];
        PRDATA[31:11] <= 0;
        DATA_RECEIVED[10:0] <= 0;
    end
    if (ir_recv_sync == 0) begin
        count3 <= count3 + 1;
    end
    else begin
        if (count3 != 0) begin
            if (count3 > 85000 && count3 < 115000) begin
                start_bit <= 1;
            end
            count3 <= 0;
        end
    end
    if (start_bit == 1) begin
        if (ir_recv_sync == 0) 
            count4 <= count4 + 1;
        else begin
            if (count4 != 0) begin
                if (count4 >= 40000) 
                    DATA_RECEIVED[bit_pos] <= 1;
                else
                    DATA_RECEIVED[bit_pos] <= 0;
                if (bit_pos == 0) begin
                    start_bit <= 0;
                    bit_pos <= 10;
                end
                else
                    bit_pos <= bit_pos - 1;
                count4 <= 0;
            end
        end
    end
end
endmodule
module d_flip_flop(clk,data_in,data_out);
    input clk,data_in;
    output reg data_out;
    always @(posedge clk) begin
        data_out <= data_in;
    end
endmodule
==> impl_metrics.py <==
# Metrics from the implementation run
metrics = {
    "outcome": {
        "outcome": "finished clean",
    },
    "placement": {
        "place_congestion": 0.831,
        "portBuffers": 16,
        "hpwl_um": 7580,
    },
    "power_and_ir_drop": {
        "p_sw_share_pct": 25.8,
        "pwr-share-clk_pct": 37.9,
        "ir_drop_mv": 0.142,
        "p_switching_w": 0.000496,
        "p_comb_share_pct": 11.2,
        "powerDensity_mw_per_mm2": 247,
        "internal-power_w": 0.00143,
        "seqPwrFrac_pct": 50.9,
        "leakagePower_nw": 2.52,
    },
    "critical_path": {
        "cp.arrival_ns": 1.33,
        "worstSetupPathType": "reg -> out",
        "cp-start-kind": "register",
        "crit_chain": "clkdlybuf4s50_1",
        "cp.required_ns": 6.24,
        "endpoint_kind": "output pin",
        "cp_slowest_cell": "clkdlybuf4s50_1",
        "timing.critical_path.buf_inv": 1,
        "crit_fanout": 5,
        "path_delay_family": "buffers and inverters",
        "reg2reg_slack_ns": 5.17,
        "cp_slowest_stage_delay_ns": 0.50,
    },
    "clocking": {
        "insertion_delay_ns": 0.41,
        "clk_pin_slew_worst_paths_ns": 0.05,
        "numCtsBuffers": 17,
        "post_cts_buffers": 0,
        "clock_sinks": 138,
        "ctsHtreeMaxLevel": 4,
        "post_cts_resized": 0,
        "clk_path_buf_depth": 2,
        "clock-root-buffer": "clkbuf_16",
        "tritoncts": "built",
        "holdBufCountCts": 0,
    },
    "final_timing": {
        "hold_violations": 0,
        "rsz0062_at_grt": "false",
        "drv_slew": 0,
        "fmax_mhz": 346,
        "fin_worst_skew_ns": 0.00463,
        "slew_headroom_pct": 46.0,
        "period_used_pct": 37.1,
        "finalSetupTns_ns": 0,
        "min_period_ns": 2.89,
        "setup-violations-final": 0,
        "tightest_slew_ns": 0.810,
    },
    "logic_synthesis": {
        "syn_inst": 679,
        "yosys_warnings": 4,
        "ys_area_mm2": 0.00689,
        "synth-edff-count": 91,
        "syn_area_mm2": 0.00689,
        "yosysUniqueCellTypes": 53,
        "ys_seq_share_pct": 53.3,
        "ys.flop_type": "edfxtp_1",
        "synthArstFlopShare_pct": 0,
        "ys_ff": 138,
        "ys_cells": 679,
        "syn_area_per_cell_um2": 10.1,
    },
    "routing": {
        "first_iter_violations": 332,
        "first_pass_iters": 5,
        "drt_wl_total_um": 11600,
        "wire_per_inst_um": 12.4,
        "insertedDiodeCount": 0,
        "via_count": 4833,
        "viasPerCell": 5.16,
        "drt_drc_violations_left": 0,
        "antenna_left": 0,
    },
    "die": {
        "fp_util_pct": 41.2,
        "ioPinCount": 82,
        "row_count": 47,
        "die_w_um": 133,
        "fp.dieH_um": 133,
        "die-area_mm2": 0.0177,
        "core_mm2": 0.0167,
    },
    "global_route": {
        "grt_pass1_wl_um": 20400,
        "overflow": 0,
        "antenna_found_initial": 0,
        "grt_max_degree": 70,
        "grt_usage_pct": 14.5,
        "grt_pass1_vias": 4391,
    },
    "finish": {
        "most-common-layout-cells": "edfxtp_1 (91), nor2_1 (89), xnor2_1 (55)",
        "final_util_pct": 46.5,
        "area_growth_pct": 12.8,
        "drive_gt1_share_pct": 7.26,
        "layout_top_cell": "edfxtp_1",
    },
    "job": {
        "warning_count": 72,
        "drv_cap": 0,
    },
    "hold_path": {
        "hold_class": "reg -> reg",
    },
}
path summary, 6_finish.rpt:
| kind | startpoint | end | depth (start not counted) |
|---|---|---|---|
| worst max register to register | d2.data_out | count3[10] | 6 |
| worst min register to register | d1.data_out | d2.data_out | 0 |
| worst max-delay path | start_bit | start_bit | 1 |
| worst min-delay path | d1.data_out | d2.data_out | 0 |
flip-flops by register name, summed over array words and instances (netlist names):
| name | cells |
|---|---|
| count3 | 32 |
| count4 | 32 |
| got_hit_counter | 32 |
| DATA_RECEIVED | 11 |
| DATA_WHEN_HIT | 11 |
| PRDATA | 11 |
| bit_pos | 5 |
| GOT_HIT | 1 |
| d1.data_out | 1 |
| d2.data_out | 1 |
| start_bit | 1 |
layer usage:
layer  vias to the layer above  track usage (%)  routed length (µm)
li1                       2458                -                   -
met1                      2246             23.1                5730
met2                       118             22.3                5140
met3                        11             2.76                 494
met4                         0             2.02                 195
met5                         -                0                   0
cells in the mapped netlist, drive strengths merged, types with 3 or more instances:
library cell | number | area, µm²
a21oi | 17 | 85.1
and3 | 9 | 56.3
and4 | 5 | 43.8
buf | 29 | 199
clkbuf | 18 | 67.6
dfxtp | 47 | 941
edfxtp | 91 | 2730
ha | 10 | 125
inv | 34 | 128
mux2i | 7 | 70.1
nand2 | 39 | 146
nand2b | 4 | 25.0
nand3 | 39 | 205
nand4 | 14 | 93.8
nor2 | 89 | 334
nor2b | 5 | 31.3
nor3 | 32 | 160
nor4 | 37 | 238
nor4b | 5 | 50.0
o211ai | 4 | 30.0
o21ai | 15 | 75.1
o311ai | 3 | 26.3
o31ai | 7 | 52.6
o41ai | 3 | 26.3
or2 | 3 | 18.8
or3 | 12 | 75.1
or4 | 9 | 71.3
xnor2 | 55 | 482
xor2 | 13 | 114
power by group through the flow:
| stage | clock [W] | combinational (W) | sequential [W] |
|---|---|---|---|
| final | 0.000730 | 0.000215 | 0.000978 |
| after CTS | 0.000749 | 0.000218 | 0.000977 |
| after global routing | 0.000779 | 0.000247 | 0.000995 |
kinds of logic after synthesis:
| group | after synthesis | share of synthesized area, % |
|---|---|---|
| and+or+nand+nor | 308 | 23.2 |
| DFF | 138 | 53.3 |
| buffers and inverters | 81 | 5.72 |
| xor gates and xnor gates | 68 | 8.65 |
| AOI/OAI and AO/OA | 64 | 5.98 |
| adders and majority gates | 10 | 1.82 |
| muxes | 8 | 1.18 |
| other | 2 | 0.109 |
metrics by stage:
| stage | power (W) | setup slack, ns | instances | hold slack, ns | cell area [µm²] |
|---|---|---|---|---|---|
| after global routing | 0.00202 | 4.84 | 936 | 0.333 | 7770 |
| after floorplan | 0.00115 | 4.05 | 708 | 0.310 | 7000 |
| after detailed placement | 0.00121 | 4.71 | 904 | 0.314 | 7220 |
| after global placement | 0.00120 | 4.73 | 904 | 0.311 | 7220 |
| after CTS | 0.00194 | 4.88 | 936 | 0.327 | 7770 |
| final | 0.00192 | 4.91 | 936 | 0.326 | 7770 |
area by class of cell:
cell class | count | area, µm²
tap | 220 | 275
inverter | 34 | 128
clock buffer | 20 | 447
sequential | 138 | 3670
clock inverter | 12 | 101
timing repair buffer | 23 | 213
multi-input combinational | 489 | 2930
fill | 1448 | 8930
Power is estimated from default activity; no workload was simulated.
